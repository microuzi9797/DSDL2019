**/design/flow/run.sh**
```bash
#!/bin/bash
# OpenROAD 26Q1-2900-gdf79404cd8, Yosys 0.63+post, stock flow scripts
make -C /OpenROAD-flow-scripts/flow DESIGN_CONFIG=/design/flow/config.mk WORK_HOME=/design/flow/orfs finish
```
**/design/flow/config.mk**
```make
export PLATFORM = sky130hd
export DESIGN_NAME = cla_gl
export DESIGN_NICKNAME = cla_gl
export VERILOG_FILES = /design/flow/design.v
export SDC_FILE = /design/flow/constraint.sdc
export NUM_CORES = 4
export LEC_CHECK = 1
export CORE_AREA = 10 10 70 70
export DIE_AREA = 0 0 80 80
```
**/design/flow/constraint.sdc**
```tcl
current_design cla_gl

set clk_period 2.0
set clk_io_pct 0.2

create_clock -name clk0 -period $clk_period

set non_clock_inputs [all_inputs -no_clocks]
set_input_delay [expr $clk_period * $clk_io_pct] -clock clk0 $non_clock_inputs
set_output_delay [expr $clk_period * $clk_io_pct] -clock clk0 [all_outputs]
```
**/design/flow/design.v**
```verilog
module BUF(output Y, input A);
	buf #1 g0(Y, A);
endmodule
module NOT(output Y, input A);
	not #1 g0(Y, A);
endmodule
module NAND(output Y, input A, B);
	nand #2 g0(Y, A, B);
endmodule
module AND(output Y, input A, B);
	and #3 g0(Y, A, B);
endmodule
module NOR(output Y, input A, B);
	nor #2 g0(Y, A, B);
endmodule
module OR(output Y, input A, B);
	or #3 g0(Y, A, B);
endmodule
module XOR(output Y, input A, B);
	xor #5 g0(Y, A, B);
endmodule
module AND4(output Y, input A, B, C, D);
	wire w0, w1;
	AND g0(w0, A, B);
	AND g1(w1, C, D);
	AND g2(Y, w0, w1);
endmodule
module OR4(output Y, input A, B, C, D);
	wire w0, w1;
	OR g0(w0, A, B);
	OR g1(w1, C, D);
	OR g2(Y, w0, w1);
endmodule
module AND3(output Y, input A, B, C);
	wire w0;
	AND g0(w0, A, B);
	AND g1(Y, w0, C);
endmodule
module OR3(output Y, input A, B, C);
	wire w0;
	OR g0(w0, A, B);
	OR g1(Y, w0, C);
endmodule
module HA(output C, S, input A, B);
	XOR g0(S, A, B);
	AND g1(C, A, B);
endmodule
module FA(output C, S, input A, B, CI);
	wire c0, s0, c1, s1;
	HA ha0(c0, s0, A, B);
	HA ha1(c1, s1, s0, CI);
	assign S = s1;
	OR or0(C, c0, c1);
endmodule
module adder_rtl(
	output C3,        
	output[2:0] S,    
	input[2:0] A, B,  
	input C0          
	);
	assign {C3, S} = A+B+C0;
endmodule
module rca_gl(
	output C3,        
	output[2:0] S,    
	input[2:0] A, B,  
	input C0          
	);
	wire[3:0] c;
	assign c[0] = C0;
	assign C3 = c[3];
	FA fa0(c[1], S[0], A[0], B[0], c[0]);
	FA fa1(c[2], S[1], A[1], B[1], c[1]);
	FA fa2(c[3], S[2], A[2], B[2], c[2]);
endmodule
module cla_gl(
	output C3,        
	output[2:0] S,    
	input[2:0] A, B,  
	input C0          
	);
	wire[2:0] p, g;
	AND g0(g[0], A[0], B[0]);
	AND g1(g[1], A[1], B[1]);
	AND g2(g[2], A[2], B[2]);
	OR p0(p[0], A[0], B[0]);
	OR p1(p[1], A[1], B[1]);
	OR p2(p[2], A[2], B[2]);
	wire[3:0] c;
	assign c[0] = C0;
	assign C3 = c[3];
	AND  c11(w11, c[0], p[0]);
	AND  c21(w21, g[0], p[1]);
	AND4 c22(w22, c[0], p[0], p[1], 1);
	AND  c31(w31, g[1], p[2]);
	AND4 c32(w32, g[0], p[1], p[2], 1);
	AND4 c33(w33, c[0], p[0], p[1], p[2]);
	OR   c1(c[1], g[0], w11);
	OR4  c2(c[2], g[1], w21, w22, 0);
	OR4  c3(c[3], g[2], w31, w32, w33);
	wire[3:1] co;  
	FA s0(co[1], S[0], A[0], B[0], c[0]);
	FA s1(co[2], S[1], A[1], B[1], c[1]);
	FA s2(co[3], S[2], A[2], B[2], c[2]);
endmodule
module lab1_main();
	reg[2:0] a, b;
	reg c0;
	wire[2:0] s, s_gl;
	wire c3, c3_gl;
	adder_rtl adder(c3, s, a, b, c0);
	cla_gl adder_gl(c3_gl, s_gl, a, b, c0);
	integer delay, max_delay=0, time_max;
	always @(c3_gl, s_gl) begin
		delay = $time%100;
		if(delay>max_delay) begin
			max_delay = delay;
			time_max = $time/100;
		end
	end
	integer i, j, time0, time1;
	initial begin
		$dumpfile("lab1.vcd");
		$dumpvars(0, lab1_main);
		{a, b, c0} <= 0;
		for(i=0; i<128; i=i+1) begin
			for(j=0; j<128; j=j+1) begin
				{a, b, c0} <= i;
				#100;
				{a, b, c0} <= j;
				#100;
			end
		end
		if(time_max%2==1) begin  
			time0 = (time_max/2)/128;
			time1 = (time_max/2)%128;
		end
		else begin               
			time0 = (time_max/2-1)%128;
			time1 = (time_max/2)/128;
		end
		$write("Maximum delay is %2d ticks on transition", max_delay);
		a = time0/16; b = (time0%16)/2; c0 = time0%2;
		$write(" %b+%b+%b", a, b, c0);
		a = time1/16; b = (time1%16)/2; c0 = time1%2;
		$write(" --> %b+%b+%b\n", a, b, c0);
	end
endmodule
```
==> run summary <==
Physical implementation

The run finished with clean final reports. The summed area of non-filler cells in the final layout is 363 sq um. The portion of synthesized cell area occupied by the leading cell type is 38.2%.

Setup repair after global routing could not meet its margin everywhere. For this run, the number of Yosys warnings is 9. The number of vias in the routed layout is 159. The core box area is 3420 sq um. STA classifies the critical path startpoint as an input pin. Across the run, the number of max-cap violations was 0. Per the slew report, the remaining headroom to the max-slew limit stands at 86.2%. The report lists the power per cell area as 180 nW/um^2. The floorplan die width is 80 um. The biggest fanout along the worst timing path is 2.

The standby leakage power is 0.187 nW. Global routing finished with a remaining overflow of 0. For reference, the final report shows the hold violation count at 0.

In the final layout, the share of cells above drive strength 1 is 21.2%. At the pin with the least slew margin, the transition time is 0.207 ns. The count of hold buffers inserted by post-cts repair is 0.

The cell type with the largest total area is sky130_fd_sc_hd__ha_1. Antenna repair during routing inserted a diode count of 0. The routed layout reports a DRC error count of 0. The highest supply drop recorded on VDD is 44.9 uV. The path category of the worst min-delay check is in2out. Power comes to 0.0000655 W. The via count of the first global-routing pass is 153. The netlist area before placement is 196 sq um.

The area reported by Yosys stat is 196 sq um. The post-DP HPWL is 507 um. For the final routed database, the setup TNS stands at 0 ns. The number of cells reported by Yosys stat comes to 24. The aggregate routed wire length is 534 um. The number of top-level design ports is 11. The time the worst path needs with I/O delays and setup is 1.95 ns.

The total tool warning count is 37. In this run the cell area measured after placement is 349 sq um. The data required time of the worst path is 1.60 ns.

The hold-critical path depth is 4. The final hold slack is 1.33 ns. The final count of negative-setup-slack endpoints is 0.

Input and output buffers added on the ports amount to 11. For reference, the top cells by count after synthesis are 8 x sky130_fd_sc_hd__inv_1, 6 x sky130_fd_sc_hd__ha_1, 3 x sky130_fd_sc_hd__buf_4, 2 x sky130_fd_sc_hd__xnor2_1. The final timing report gives a worst setup slack of 0.0462 ns. The number of vias per cell is 2.01. The final max-slew violation count recorded for this run is 0.

The first TritonRoute pass finished after 2 iterations. The first routing iteration left 2 violations. The synthesized instance count is 24. Buffers added to address setup during post-CTS repair amount to 0. The total die size is 6400 sq um. The design has 0 sequential cells.

The pre-CTS setup slack is -0.533 ns. The total routing usage reported by global routing is 1.48%. The wire length of the first global-routing pass is 765 um. For this run, the register share of the synthesized area comes to 0%. The average instance in the mapped netlist occupies 8.18 sq um.

The highest clock rate is 512 MHz. Across the whole layout, storage elements account for 0 sq um. The category of the worst setup path capture point is an output pin. The fraction of the core area occupied by cells at floorplan is 5.75%. The die height is 80 um.

The number of rows in the core area is 21. The leading cell type by number of instances after synthesis is sky130_fd_sc_hd__inv_1. The data arrival at the endpoint of the critical path is 1.55 ns.

The number of routed nets with antenna violations is 0. In the post-synthesis netlist, the biggest area contributors are sky130_fd_sc_hd__ha_1 38%, sky130_fd_sc_hd__inv_1 15%, sky130_fd_sc_hd__buf_4 11%. The clock buffer count is 0.

In the final routed layout, each cell accounts on average for 6.76 um. Per the gpl log, the routability congestion estimate is 0.775. The area added between synthesis and finish is 84.7%. The largest net degree at the start of global routing is 3. The worst setup path is of the in2out kind.

The initial antenna violation count is 0. The final timing summary puts the cycle share of the worst path at 97.7%. The number of different library cells used by synthesis comes to 9.
==> critical path, stage by stage <==
cell	delay (ns)
sky130_fd_sc_hd__dlygate4sd2_1	0.24
sky130_fd_sc_hd__buf_4	0.13
sky130_fd_sc_hd__ha_1	0.22
sky130_fd_sc_hd__nor3_4	0.23
sky130_fd_sc_hd__xnor2_1	0.14
sky130_fd_sc_hd__clkdlybuf4s15_1	0.19
==> path summary, 6_finish.rpt <==
kind | endpoint | from
hold / removal | C3 | B[2]
setup / recovery | S[2] | A[1]
==> final cells by class <==
type / instances / area (sq um)
Inverter: 8 / 30.0
Timing Repair Buffer: 12 / 111
Multi-Input combinational cell: 13 / 164
Tap cell: 46 / 57.6
Fill cell: 406 / 3050
==> report_power, final <==
part           total (W)  switching (W)  leakage (nW)  internal, W
clock                  0              0             0            0
combinational  0.0000655      0.0000250         0.187    0.0000405
sequential             0              0             0            0
==> per-layer routing <==
layer  share of wire [%]  track usage [%]  vias to the layer above
li1                    -                -                       84
met3                  10            0.795                        0
met2                  31             1.69                        9
met1                  58             2.38                       66
met5                   0                0                        -
met4                   0                0                        0
==> cell usage in the layout, fill, tap and decap left out <==
| cell | Yosys | layout |
|---|---|---|
| sky130_fd_sc_hd__nor3_4 | 0 | 1 |
| sky130_fd_sc_hd__inv_1 | 8 | 6 |
| sky130_fd_sc_hd__inv_2 | 0 | 2 |
| sky130_fd_sc_hd__xnor2_1 | 2 | 2 |
| sky130_fd_sc_hd__dlygate4sd2_1 | 0 | 5 |
| sky130_fd_sc_hd__buf_4 | 3 | 1 |
| sky130_fd_sc_hd__clkbuf_2 | 0 | 1 |
| sky130_fd_sc_hd__clkdlybuf4s15_1 | 0 | 3 |
| sky130_fd_sc_hd__nor3b_4 | 0 | 1 |
| sky130_fd_sc_hd__ha_1 | 6 | 5 |
| sky130_fd_sc_hd__dlymetal6s2s_1 | 0 | 2 |
| sky130_fd_sc_hd__fa_1 | 1 | 1 |
| sky130_fd_sc_hd__nor2b_1 | 1 | 1 |
| sky130_fd_sc_hd__o21bai_1 | 1 | 1 |
| sky130_fd_sc_hd__ha_2 | 0 | 1 |
==> cells by family after synthesis <==
group	after synthesis	share of synthesized area [%]
xor gates and xnor gates	2	8.92
adders and majority gates	7	48.4
AOI/OAI and AO/OA	1	3.82
buffers and inverters	11	26.8
and+or+nand+nor	3	12.1
==> per-stage QoR <==
step                      cells  util (%)
after global placement       79      10.2
after floorplan              24         -
after global routing         79      10.6
after CTS                    79      10.1
after detailed placement     79      10.2
final                        79      10.6
==> what timing repair did <==
| item | in CTS | in global routing |
|---|---|---|
| resized | 14 | 8 |
| pin swaps | 5 | 3 |
| endpoints found under the setup margin | 4 | 2 |
| cloned | 0 | 0 |
Power and IR drop assume default switching activity.
